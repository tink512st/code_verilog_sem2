$ cat design.v
module lcd_1602(clk,rst,LCD_EN,LCD_RS,LCD_RW,LCD_DATA,LCD_ON);
input clk,rst;
output reg LCD_EN, LCD_RS,LCD_ON;
output LCD_RW;
output reg [7:0] LCD_DATA;
integer count = 0;
integer count_clk = 0;
reg clock_1khz = 0;
parameter he_so_chia = 50000;
wire [7:0] INIT_CODE [0:7];
        assign INIT_CODE[0] = 8'h38;  
        assign INIT_CODE[1] = 8'h38;
        assign INIT_CODE[2] = 8'h38;
        assign INIT_CODE[3] = 8'h38;
        assign INIT_CODE[4] = 8'h08; 
        assign INIT_CODE[5] = 8'h01; 
        assign INIT_CODE[6] = 8'h06; 
        assign INIT_CODE[7] = 8'h0c; 
wire [7:0] LINE1 [0:15];
        assign LINE1[0] = "H";
        assign LINE1[1] = "e";
        assign LINE1[2] = "l";
        assign LINE1[3] = "l";
        assign LINE1[4] = "o";
        assign LINE1[5] = " ";
        assign LINE1[6] = "e";
        assign LINE1[7] = "v";
        assign LINE1[8] = "e";
        assign LINE1[9] = "r";
        assign LINE1[10] = "y";
        assign LINE1[11] = "o";
        assign LINE1[12] = "n";
        assign LINE1[13] = "e";
        assign LINE1[14] = " ";
        assign LINE1[15] = " ";
wire [7:0] LINE2 [0:15];
        assign LINE2[0] = "H";
        assign LINE2[1] = "e";
        assign LINE2[2] = "l";
        assign LINE2[3] = "l";
        assign LINE2[4] = "o";
        assign LINE2[5] = " ";
        assign LINE2[6] = "e";
        assign LINE2[7] = "v";
        assign LINE2[8] = "e";
        assign LINE2[9] = "r";
        assign LINE2[10] = "y";
        assign LINE2[11] = "o";
        assign LINE2[12] = "n";
        assign LINE2[13] = "e";
        assign LINE2[14] = " ";
        assign LINE2[15] = " ";
parameter               INIT = 4'd0,  
                        INIT_MAINTAIN = 4'd1,
                        HOME = 4'd2,
                        HOME_MAINTAIN = 4'd3,
                        WRITE_L1 = 4'd4, 
                        WRITE_L1_MAINTAIN = 4'd5, 
                        GO_LINE2 = 4'd6,
                        GO_LINE2_MAINTAIN = 4'd7,
                        WRITE_L2 = 4'd8,
                        WRITE_L2_MAINTAIN =4'd9,
                        DONE = 4'd10,
                        DELAY_20MS = 4'd11,
                        AFTER_DELAY = 4'd12;
reg[3:0] state = DELAY_20MS;
always@(posedge clock_1khz, posedge rst) begin
    if(rst) begin
        count <= 0;
        state <= DELAY_20MS;
        LCD_ON <= 0;
    end
    else begin
        LCD_ON <= 1;
        case(state) 
            DELAY_20MS: begin
                count <= count + 1;
                state <= (count <20)? DELAY_20MS: AFTER_DELAY;
            end
            AFTER_DELAY: begin
                count <= 0;
                state <= INIT;
            end
            INIT: begin
                LCD_DATA <= INIT_CODE[count];
                LCD_RS <= 0;
                LCD_EN <= 1;
                state <= INIT_MAINTAIN;
            end
            INIT_MAINTAIN: begin
                LCD_EN <= 0;
                count <= count + 1;
                state <= (count < 7) ? INIT: HOME;
            end
            HOME: begin
                LCD_DATA <= 8'h80;
                LCD_RS <= 0;
                LCD_EN <= 1;
                state <= HOME_MAINTAIN;
            end
            HOME_MAINTAIN: begin
                LCD_EN <= 0;
                count <= 0;
                state <= WRITE_L1;
            end
            WRITE_L1: begin
                LCD_DATA <= LINE1[count];
                LCD_RS <= 1;
                LCD_EN <= 1;
                state <= WRITE_L1_MAINTAIN;
            end
            WRITE_L1_MAINTAIN: begin
                LCD_EN <= 0;
                count <= count + 1;
                state <= (count < 15) ? WRITE_L1 : GO_LINE2;
            end
            GO_LINE2: begin
                LCD_DATA <= 8'hc0;
                LCD_RS <= 0;
                LCD_EN <= 1;
                state <= GO_LINE2_MAINTAIN;
            end
            GO_LINE2_MAINTAIN: begin
                LCD_EN <= 0;
                count <= 0;
                state <= WRITE_L2;
            end
            WRITE_L2: begin
                LCD_DATA <= LINE2[count];
                LCD_RS <= 1;
                LCD_EN <= 1;
                state <= WRITE_L2_MAINTAIN;
            end
            WRITE_L2_MAINTAIN: begin
                LCD_EN <= 0;
                count <= count + 1;
                state <= (count < 15)? WRITE_L2 : DONE;
            end
            DONE: begin
                state <= DONE;
            end
            default : state <= DONE;
        endcase
    end
end
always@(posedge clk, posedge rst) begin
    if(rst) begin
        count_clk <= 0;
        clock_1khz <= 0;
    end
    else begin
        if(count_clk >= he_so_chia-1) begin
            count_clk <= 0;
            clock_1khz <= ~clock_1khz;
        end
        else    count_clk <= count_clk + 1;    
    end
end
assign LCD_RW = 1'b0;
endmodule
$ cat run.sh
#!/bin/bash
# OpenROAD 26Q1-2900-gdf79404cd8, Yosys 0.63+post, stock flow scripts
make -C /OpenROAD-flow-scripts/flow DESIGN_CONFIG=/design/flow/config.mk WORK_HOME=/design/flow/orfs finish
$ cat config.mk
export PLATFORM = sky130hd
export DESIGN_NAME = lcd_1602
export DESIGN_NICKNAME = lcd_1602
export VERILOG_FILES = /design/flow/design.v
export SDC_FILE = /design/flow/constraint.sdc
export NUM_CORES = 4
export LEC_CHECK = 1
export CORE_UTILIZATION = 50
$ cat constraint.sdc
current_design lcd_1602

set clk_period 6.4
set clk_io_pct 0.2

create_clock -name clk0 -period $clk_period [get_ports {clk}]

set non_clock_inputs [all_inputs -no_clocks]
set_input_delay [expr $clk_period * $clk_io_pct] -clock clk0 $non_clock_inputs
set_output_delay [expr $clk_period * $clk_io_pct] -clock clk0 [all_outputs]
==> flow_summary.toml <==
# flow metrics
[outcome]
status = "completed"

[clock_network]
cts.repair.resized = 0
clk_root_buffer_cell = "sky130_fd_sc_hd__clkbuf_8"
tritoncts = "yes"
cts_buffers = 5
cts-hold-fix-buffers = 0
clock_path_buffers = 2
post-cts-setup-buffers = 0
clkLatencyLatePin_ns = 0.27
cts.clk_slew.worst_paths_ns = 0.06
cts_max_level = 2

[final_timing]
timing_hold_violations_final = 0
final_period_utilization_pct = 38.51
max_slew_margin_pct = 56.07
unclocked_pins = 47
worstMarginPinSlew_ns = 0.6566
grt_setup_unrepaired = "false"
setup-violations-final = 0
final_period_minus_worst_setup_slack_ns = 2.464
highest_clock_rate_mhz = 405.8
unconstrained_endpoints = 67
final_max_slew_viol_count = 0
clock_skew_ns = 0.001533
timing.setup.tns_ns = 0

[min_path]
hold_path_class = "flop to flop"

[layout]
final_layout_top_logic_cell = "sky130_fd_sc_hd__dfrtp_1"
layout_top_cells_excl_fill_tap = "sky130_fd_sc_hd__dfrtp_1, sky130_fd_sc_hd__nand2_1, sky130_fd_sc_hd__nor2_1"
area_of_all_sequential_standard_cells_um2 = 2056
logic_area_um2 = 2208
fillerInstances = 753
layout-drive-gt1-share_pct = 5.297
utilization_pct = 56.20
area_growth_pct = 7.021

[yosys]
synth_flop_count = 80
seq_area_frac_synth_pct = 46.70
ff_type = "sky130_fd_sc_hd__dfrtp_1"
postSynth.asyncResetShare_pct = 87.50
synth_warn = 1
number_of_distinct_standard_cells_referenced_by_the_synthesized_netlist = 50
area_of_the_synthesized_netlist_per_yosys_stat_um2 = 4402
synthesis.instances = 470
enable_flop_cells = 10
syn_area_per_cell_um2 = 9.365
yosys-stat-cells = 470
synth.cell_area_um2 = 4402

[worst_setup_path]
timing.critical_path.slowest_stage_cell = "sky130_fd_sc_hd__or4_1"
cp.buffers_inverters = 0
cp_cell_sequence = "ha_1, nand4_2, or4_1, or4_1, a21oi_1"
critical_path_class = "flop to flop"
path_max_fanout = 16
setup.worst_path.start_class = "flop"
cp_slowest_stage_delay_ns = 0.82
cp.required_ns = 6.59
worst_path_most_repeated_cell = "sky130_fd_sc_hd__or4_1"
setup.worst_path.end_class = "flop"
arrival_ns = 2.66
path_delay_family = "simple AND/OR/NAND/NOR gates"

[drt]
wl_per_cell_um = 14.70
drt-pass1-iter-count = 4
drt_first_iter_violations = 122
routed-via-count = 3423
antenna_cells_inserted = 0
detail-route-antenna-nets = 0
drt-vias-per-instance = 5.932
drcViolationCount = 0
totalWireLength_um = 8481

[floorplan]
floorplan.core_area_um2 = 8382
die_area_um2 = 9182
fp_util_pct = 52.52
rows = 33
chipHeight_um = 95.83
ioPinCount = 14
die_w_um = 95.83

[global_route]
total_grt_overflow = 0
grt_pass1_wl_um = 14680
grt_antenna_before_repair = 0
grt_start_max_net_pins = 49
grt_total_usage_pct = 20.86
number_of_global_route_vias_before_repair = 3040

[placed_design]
numPortBuffers = 12
gp_routability_congestion = 0.8523
place.detailed.hpwl_um = 5929

[job]
openroad.warnings = 28
drv_cap = 0

[pwr]
power.share.clock_pct = 41.1
share_seq_of_total_power_pct = 55.8
power_switching_w = 0.00007902
power.static_leakage_nw = 2.099
pwr_density_cell_nw_per_um2 = 79.67
netSwitchingFraction_pct = 21.05
power.combinational.fraction_pct = 3.1
p_int_w = 0.0002963
vdd_drop_max_v = 0.00008307
## Yosys cell counts, types with 7 or more instances
| library cell | count | area [um^2] |
|---|---|---|
| sky130_fd_sc_hd__dfrtp_1 | 67 | 1677 |
| sky130_fd_sc_hd__nor3_1 | 18 | 90.09 |
| sky130_fd_sc_hd__nor2_1 | 37 | 138.9 |
| sky130_fd_sc_hd__a21oi_1 | 24 | 120.1 |
| sky130_fd_sc_hd__or4_1 | 14 | 105.1 |
| sky130_fd_sc_hd__nand4_1 | 22 | 137.6 |
| sky130_fd_sc_hd__clkbuf_1 | 21 | 78.83 |
| sky130_fd_sc_hd__o21ai_0 | 14 | 70.07 |
| sky130_fd_sc_hd__o31ai_1 | 10 | 75.07 |
| sky130_fd_sc_hd__edfxtp_1 | 10 | 300.3 |
| sky130_fd_sc_hd__and3_1 | 9 | 56.30 |
| sky130_fd_sc_hd__nor2b_1 | 7 | 43.79 |
| sky130_fd_sc_hd__or3_1 | 9 | 56.30 |
| sky130_fd_sc_hd__xnor2_1 | 12 | 105.1 |
| sky130_fd_sc_hd__nand3_1 | 23 | 115.1 |
| sky130_fd_sc_hd__nor4_1 | 13 | 81.33 |
| sky130_fd_sc_hd__nand2_1 | 49 | 183.9 |
| sky130_fd_sc_hd__mux2i_1 | 29 | 290.3 |
| sky130_fd_sc_hd__inv_1 | 13 | 48.80 |
| sky130_fd_sc_hd__and2_1 | 7 | 43.79 |
## cell families (layout without fill, tap and decap cells)
logic type      Yosys count  after routing  synth area share (%)
simple gates            223            223                 27.09
flops                    80             80                 46.70
compound gates           74             74                 10.63
buf+inv                  38             40                 3.411
mux                      31             31                 7.106
xor+xnor                 16             16                 3.184
fa+ha+maj                 6              6                 1.705
other cells               2              2                0.1706
## sequential cells by signal (all words and copies together), names as in the netlist
| name | flops |
|---|---|
| LCD_EN | 1 |
| LCD_ON | 1 |
| LCD_RS | 1 |
| LCD_DATA | 8 |
| count | 32 |
| count_clk | 32 |
| clock_1khz | 1 |
| state | 4 |
## worst register-to-register path, cell delays in order (launching register included)
cell and delay [ns]:
sky130_fd_sc_hd__dfrtp_1 0.41, sky130_fd_sc_hd__ha_1 0.24, sky130_fd_sc_hd__nand4_2 0.17, sky130_fd_sc_hd__or4_1 0.82, sky130_fd_sc_hd__or4_1 0.58, sky130_fd_sc_hd__a21oi_1 0.16
## metrics by stage
| step | cell area [um^2] | std cells | total power (W) | hold WS, ns | setup WS, ns |
|---|---|---|---|---|---|
| 5_1_grt | 4711 | 577 | 0.0003946 | 0.5686 | 3.705 |
| 6_report | 4711 | 577 | 0.0003753 | 0.5200 | 3.936 |
| 4_1_cts | 4711 | 577 | 0.0003828 | 0.5195 | 3.873 |
| 2_1_floorplan | 4402 | 470 | 0.0002214 | 0.4593 | 3.357 |
| 3_3_place_gp | 4624 | 570 | 0.0002257 | 0.4915 | 3.593 |
| 3_5_place_dp | 4624 | 570 | 0.0002258 | 0.5105 | 3.574 |
## layer usage
metal,global-route usage (%),routed length [um]
met1,38.11,4696
met2,28.69,3453
met3,3.213,314
met4,0.9950,17
met5,0,0
## layout make-up
class | instances | area share [%]
Multi-Input combinational cell | 352 | 46.88
Inverter | 13 | 1.036
Tap cell | 105 | 2.789
Sequential cell | 80 | 43.64
Clock buffer | 7 | 1.833
Timing Repair Buffer | 20 | 3.825
## power by group through the flow
stage	Clock [W]	Combinational (W)	Sequential [W]
CTS	0.000161	0.0000126	0.000209
global route	0.000171	0.0000140	0.000209
finish	0.000154	0.0000116	0.000209
## final timing paths
check                        startpoint             to  depth (start not counted)  slack [ns]
min in group asynchronous           rst     clock_1khz                          2        1.49
max in group asynchronous           rst   count_clk[9]                          3        3.96
hold reg to reg            count_clk[0]   count_clk[0]                          1        0.52
setup reg to reg           count_clk[0]  count_clk[28]                          5        3.94
setup / recovery           count_clk[0]  count_clk[28]                          5        3.94
hold / removal             count_clk[0]   count_clk[0]                          1        0.52
No activity file was given, so power comes from the tool's default toggle rates.
