## design/flow/config.mk

```make
export PLATFORM = sky130hd
export DESIGN_NAME = FIFO_single_clk
export DESIGN_NICKNAME = FIFO_single_clk
export VERILOG_FILES = /design/flow/design.v
export SDC_FILE = /design/flow/constraint.sdc
export NUM_CORES = 4
export LEC_CHECK = 1
export CORE_UTILIZATION = 30
```

## design/flow/constraint.sdc

```tcl
current_design FIFO_single_clk

set clk_period 19.4
set clk_io_pct 0.2

create_clock -name clk0 -period $clk_period [get_ports {clk}]

set non_clock_inputs [all_inputs -no_clocks]
set_input_delay [expr $clk_period * $clk_io_pct] -clock clk0 $non_clock_inputs
set_output_delay [expr $clk_period * $clk_io_pct] -clock clk0 [all_outputs]
```

## design/flow/design.v

```verilog
module FIFO_single_clk(buff_out,buff_empty,buff_full,FIFO_counter,clk,rst,wr_en,r_en,buff_in);
input clk,rst,wr_en,r_en;
input [7:0] buff_in;
output buff_empty,buff_full;
output [7:0] buff_out;
output [7:0] FIFO_counter;
reg buff_empty_v, buff_full_v;
reg [7:0] buff_out_v;
reg [5:0] FIFO_counter_v;
reg [5:0] rd_ptr,wr_ptr;
reg [7:0] buff_mem[63:0];
always @(FIFO_counter_v) begin
    buff_empty_v = (FIFO_counter_v==0);
    buff_full_v = (FIFO_counter_v==64);
end 
always@(posedge clk or posedge rst) begin
    if(rst)
        FIFO_counter_v <= 0;
    else if((!buff_full_v && wr_en) && (!buff_empty_v && r_en)) 
        FIFO_counter_v <= FIFO_counter_v;
    else if(!buff_full_v && wr_en) 
        FIFO_counter_v <= FIFO_counter_v + 1;
    else if(!buff_empty_v && r_en)
        FIFO_counter_v <= FIFO_counter_v - 1;
    else
        FIFO_counter_v <= FIFO_counter_v;
end
always@(posedge clk) begin
    if(!buff_full_v && wr_en)
        buff_mem[wr_ptr] <= buff_in;
    else 
        buff_mem[wr_ptr] <= buff_mem[wr_ptr];
end
always@(posedge clk or posedge rst) begin
    if(rst)
        buff_out_v <= 0;
    else
        if (!buff_empty_v && r_en)
            buff_out_v <= buff_mem[rd_ptr];
        else 
            buff_out_v <= buff_out_v;
end
always @(posedge clk or posedge rst) begin
    if(rst) begin
        rd_ptr <= 0;
        wr_ptr <= 0;
    end
    else begin
        if(!buff_full_v && wr_en)
            wr_ptr <= wr_ptr + 1;
        else 
            wr_ptr <= wr_ptr;
        if(!buff_empty_v && r_en) 
            rd_ptr <= rd_ptr + 1;
        else 
            rd_ptr <= rd_ptr;
    end
end
assign buff_out = buff_out_v;
assign buff_empty = buff_empty_v;
assign buff_full = buff_full_v;
assign FIFO_counter = FIFO_counter_v;
endmodule
```

## design/flow/run.sh

```bash
#!/bin/bash
# OpenROAD 26Q1-2900-gdf79404cd8, Yosys 0.63+post, stock flow scripts
make -C /OpenROAD-flow-scripts/flow DESIGN_CONFIG=/design/flow/config.mk WORK_HOME=/design/flow/orfs finish
```

==> out/results.ini <==
[worst_setup_path]
critical_path.top_delay_family = simple AND/OR/NAND/NOR gates
worst_ep_required_time_ns = 19.63
crit_buf_inv = 2
maximum_single_stage_delay_on_the_critical_path_ns = 0.79
critical_path_arrival_ns = 6.67
worst_path_most_repeated_cell = sky130_fd_sc_hd__nor2_1
crit_path_top_delay_cell = sky130_fd_sc_hd__clkdlybuf4s50_1
worstPathCellList = clkdlybuf4s50_1, inv_1, nor2_1, nand3_1, nor2_1
timing.critical_path.to_type = flop
timing.critical_path.fanout_max = 11
worstSetupPathType = primary input to flop
critPathLaunchType = primary input

[global_route]
grt_pass1_vias = 11900
grt_use_total_pct = 15.1
gr-total-overflow = 0
pin_count_of_the_biggest_net_entering_global_routing = 54
number_of_antenna_violations_at_the_first_check_in_global_routing = 0
grt_first_pass_wirelength_um = 75000

[final_layout]
top_layout_cell = sky130_fd_sc_hd__edfxtp_1
final-seq-area_um2 = 16000
most_frequent_logic_cells_in_the_routed_design = sky130_fd_sc_hd__edfxtp_1, sky130_fd_sc_hd__mux2i_1, sky130_fd_sc_hd__nor2_1
layout.core_utilization_pct = 34.7
final_layout_size_suffix_gt1_share_pct = 16.0
logic_area_um2 = 4940
layoutNonFillerInstCount = 2181
layout-area-overhead-vs-synth_pct = 13.9
fill_cells = 6524

[timing]
setup_viol = 0
fin_crit_ns = 6.45
worst_max_slew_pin_slew_ns = 0.840
timing.final.crit_share_pct = 33.2
tightest_slew_margin_relative_to_the_limit_pct = 43.9
final.setup_skew_ns = 0.0394
setup_tns_ns = 0
report.final.slew_viol_count = 0
timing.fmax_ghz = 0.155
grt_setup_unrepaired = no
finalHoldViolCount = 0

[synthesis]
yosys.cell_types.count = 54
combined_area_of_all_synthesized_cells_um2 = 21400
ys_sh_aoi_pct = 3.54
yosysTopAreaCellShare_pct = 71.8
synth.yosys.seq_area_share_pct = 74.8
mux_area_share_pct = 14.3
yosysWarnings = 1
post_synthesis_area_per_instance_um2 = 18.5
fa_ha_area_share_pct = 0.444
post_synth_main_logic_family = multiplexers
xor_area_share_pct = 0.689
post-synth-top-area-cell = sky130_fd_sc_hd__edfxtp_1
synthArstFlopShare_pct = 4.83
syn_inst = 1157
flop_cell = sky130_fd_sc_hd__edfxtp_1
top_cells_by_area = sky130_fd_sc_hd__edfxtp_1, sky130_fd_sc_hd__mux2i_1, sky130_fd_sc_hd__mux4_2
simple_gate_portion_of_the_synthesized_area_pct = 4.02
number_of_enable_type_register_cells_in_the_synthesized_netlist = 512
yosys-stat-area_um2 = 21400
ys_ff = 538
yosys_cells = 1157

[flow_run]
warnings = 25
cap_violations = 0

[power_and_ir_drop]
standby_leakage_power_nw = 7.88
p_int_mw = 2.35
p_comb_share_pct = 27.0
ir_drop_mv = 0.0785
power.share.switching_pct = 30.6
seq_power_share_pct = 41.8
power_density_nw_per_um2 = 139
clock_power_share_pct = 31.2
power.net_switching_mw = 1.03

[die]
floorplan.die.height_um = 269
die.size.x_um = 269
chipArea_um2 = 72500
floorplan.core_area_um2 = 70400
fp-row-count = 97
ios = 30
initial_core_util_pct = 30.4

[routing]
drt_pass1_iterations = 5
detailedRoute.firstIterationViolations = 621
residual_drc_count = 0
vias_per_cell = 4.94
route.detailed.wl_per_inst_um = 23.2
vias = 10800
n_antenna_cell = 0
drt_wl_total_um = 50500
detail-route-antenna-nets = 0

[placement]
tally_of_buffers_added_on_design_ports = 26
gp_congestion = 0.892
dpl.hpwl_um = 32000
place_inst = 2086

[cts]
post_cts_buffers = 0
cts_made_buffers = 54
clk_pin_slew_ns = 0.06
clk-insertion-delay-late_ns = 0.63
tritoncts = yes
cts.hold.buffers_added = 0
cts.sinks = 538
post_cts_resize_count = 0
ctsLongestPathBuffers = 3
htreeDepth = 2
clk_root_buffer_cell = sky130_fd_sc_hd__clkbuf_16

[status]
run_status = finished, final reports clean

[hold_path]
hp-class = flop to flop

## worst paths after layout
kind | slack, ns | depth (start not counted) | from | endpoint
setup / recovery | 12.95 | 5 | wr_en | buff_mem[62][1]$_DFFE_PP_
hold / removal | 0.52 | 1 | FIFO_counter_v[5]$_DFFE_PP0P_ | FIFO_counter_v[5]$_DFFE_PP0P_
setup reg to reg | 15.71 | 6 | rd_ptr[0]$_DFFE_PP0P_ | buff_out_v[7]$_DFFE_PP0P_
hold reg to reg | 0.52 | 1 | FIFO_counter_v[5]$_DFFE_PP0P_ | FIFO_counter_v[5]$_DFFE_PP0P_
max in group asynchronous | 15.45 | 3 | rst | rd_ptr[1]$_DFFE_PP0P_
min in group asynchronous | 3.63 | 3 | rst | buff_out_v[7]$_DFFE_PP0P_
## kinds of logic (layout without fill, tap and decap cells)
family                   Yosys count  in the layout
other                              1              3
buffers and inverters             72            154
XOR/XNOR                          16             16
adder cells (fa/ha/maj)            7              7
flip-flops                       538            538
AND-OR/OR-AND                    120            120
AND/OR/NAND/NOR                  186            186
multiplexers                     217            217
## registers in the layout (all words and copies together) (netlist names)
name and cells:
buff_mem 512, buff_out_v 8, FIFO_counter_v 6, rd_ptr 6
wr_ptr 6
## per-layer routing
metal / track usage, % / vias to the layer above / wire length (um)
li1: - / 4722 / -
met1: 17.8 / 5290 / 17900
met2: 22.5 / 689 / 23400
met3: 11.4 / 75 / 8130
met4: 2.72 / 0 / 1120
met5: 0 / - / 0
## metrics by stage
stage / area [um^2] / hold WS [ns] / power [mW] / setup slack (ns)
2_1_floorplan: 21400 / 0.437 / 2.06 / 13.70
3_3_place_gp: 22600 / 0.510 / 2.34 / 12.44
3_5_place_dp: 22600 / 0.508 / 2.34 / 12.36
4_1_cts: 24400 / 0.523 / 3.40 / 13.00
5_1_grt: 24400 / 0.556 / 3.52 / 12.76
6_report: 24400 / 0.520 / 3.38 / 12.95
## area by class of cell
| class | instances | area share (%) |
|---|---|---|
| Clock buffer | 59 | 5.61 |
| Multi-Input combinational cell | 549 | 20.2 |
| Timing Repair Buffer | 54 | 1.76 |
| Inverter | 5 | 0.0769 |
| Sequential cell | 538 | 65.7 |
| Clock inverter | 36 | 1.81 |
| Tap cell | 940 | 4.82 |
## power groups by stage
stage                 registers [mW]  logic, mW  clock network (mW)
after global routing            1.42      0.980                1.12
final                           1.41      0.912                1.06
after CTS                       1.41      0.912                1.08
## synthesized netlist by cell type, types with 7 or more instances
cell and n:
sky130_fd_sc_hd__clkbuf_1 21, sky130_fd_sc_hd__nor2_1 82, sky130_fd_sc_hd__buf_4 10, sky130_fd_sc_hd__nor3_1 23
sky130_fd_sc_hd__mux4_1 12, sky130_fd_sc_hd__o22ai_1 39, sky130_fd_sc_hd__nand4_1 11, sky130_fd_sc_hd__mux2_2 26
sky130_fd_sc_hd__buf_6 7, sky130_fd_sc_hd__o21ai_0 34, sky130_fd_sc_hd__dfrtp_1 26, sky130_fd_sc_hd__mux2i_1 126
sky130_fd_sc_hd__nand3_1 7, sky130_fd_sc_hd__a22oi_1 15, sky130_fd_sc_hd__nand2b_1 12, sky130_fd_sc_hd__a21oi_1 7
sky130_fd_sc_hd__buf_2 20, sky130_fd_sc_hd__nand2_1 29, sky130_fd_sc_hd__mux4_2 53, sky130_fd_sc_hd__nor2b_1 8
sky130_fd_sc_hd__edfxtp_1 512, sky130_fd_sc_hd__a32oi_1 7, sky130_fd_sc_hd__xnor2_1 11
No activity file was given, so power comes from the tool's default toggle rates.
