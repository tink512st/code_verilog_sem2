### ./design.v
module single_port_ram_v2(q,clk,data_in,we,w_addr,r_addr);
input clk,we;
input [5:0] w_addr,r_addr;
input [7:0] data_in;
output reg [7:0] q;
reg [7:0] ram [63:0];
always@(posedge clk) begin
	if(we)
		ram[w_addr] = data_in;
	q = ram[r_addr];
end
endmodule
### ./run.sh
#!/bin/bash
# OpenROAD 26Q1-2900-gdf79404cd8, Yosys 0.63+post, stock flow scripts
make -C /OpenROAD-flow-scripts/flow DESIGN_CONFIG=/design/flow/config.mk WORK_HOME=/design/flow/orfs finish
### ./config.mk
export PLATFORM = sky130hd
export DESIGN_NAME = single_port_ram_v2
export DESIGN_NICKNAME = single_port_ram_v2
export VERILOG_FILES = /design/flow/design.v
export SDC_FILE = /design/flow/constraint.sdc
export NUM_CORES = 4
export LEC_CHECK = 1
export CORE_UTILIZATION = 30
### ./constraint.sdc
current_design single_port_ram_v2

set clk_period 7.1
set clk_io_pct 0.2

create_clock -name clk0 -period $clk_period [get_ports {clk}]

set non_clock_inputs [all_inputs -no_clocks]
set_input_delay [expr $clk_period * $clk_io_pct] -clock clk0 $non_clock_inputs
set_output_delay [expr $clk_period * $clk_io_pct] -clock clk0 [all_outputs]
==> ci_impl_report.md <==
### Flow metrics

| Metric | Value |
|---|---|
| CTS resizes | 0 |
| Worst Path Buf+Inv | 2 |
| Post-synth cell types | roughly 90 |
| Total vias in the final route | roughly 17k |
| Hold WC Path Type | flip-flop to flip-flop |
| Hold Buf Count CTS | 0 |
| P per Cell Area | between 200 and 300 nW/µm² |
| Crit-path cells | clkdlybuf4s50_1 > or3b_1 > nor2_1 > buf_4 > mux2_2 > a32oi_1 > nand4_1 > a2111oi_0 > nor4bb_1 > a31oi_1 |
| Final min period | between 5 and 6 ns |
| Share of cells above drive strength 1 | between 30% and 40% |
| EDFF count, synth | 0 |
| Worst Tran Pin Value | 1.25 ns |
| Postcts setup bufs | 0 |
| Fillcell total | just under 7k |
| Switching share of power | between 20% and 30% |
| Slowest stage cell, crit path | a2111oi_0 |
| Int Pwr | ~5500 µW |
| Critical Path AT | about 6.4 ns |
| Mapped Cells | 1895 |
| Worst rel slew slack | between 10% and 20% |
| Largest net degree at the start of global routing | about 50 |
| Register area share after synthesis | 48.5% |
| Comb power frac | 12.1% |
| Pins Over Slew Limit | 0 |
| Post-synth top area share | ~48% |
| Seq pwr share | roughly 48% |
| Critical path fanouts, max | 13 |
| Syn Area/Cell | 11.3 µm² |
| Count leader, synth | dfxtp_1 |
| Vias per inst | between 5 and 6 |
| Post-synth top cells | dfxtp_1 (520), mux2_2 (450), a22oi_1 (105) |
| Final setup fails | 0 |
| Worst hold margin | ~0.45 ns |
| Final WL | around 87000 µm |
| First-pass DRT Iterations | 6 |
| Ys cells | 1895 |
| DR iter-0 viols | ~1.5k |
| HPWL after DPL | between 60000 and 70000 µm |
| Placer Congestion | 1.02 |
| ANT nets after route | 0 |
| Synthesis Warnings | 2 |
| Cell Rows | about 97 |
| Setup CP Type | input port to flip-flop |
| Leakage power | just under 0.01 µW |
| Clk pwr share | between 40% and 50% |
| Clk buf depth | 3 |
| Area leader, netlist | dfxtp_1 |
| NetSw | 1800 µW |
| Maximum vdd drop | about 0.19 mV |
| Total global routing overflow | 0 |
| Post-Syn Area | 21500 µm² |
| FMAX | roughly 170 MHz |
| Final clock skew | 0.0202 ns |
| IO buf count | 29 |
| Critical path startpoint category | input port |
| CTS tree | done |
| Number of buffers created by CTS | approximately 53 |
| Post-DP Area | approximately 23000 µm² |
| Htree depth | 2 |
| Chip Area, Yosys | around 21000 µm² |
| Crit path capture type | flip-flop |
| Unrepaired setup endpoints after global routing | no |
| Die Y | between 200 and 300 µm |
| GR Util All Layers | approximately 25% |
| Async S/R FF share, synth | 0% |
| #FFs+latches synth | 520 |
| WP data required | ~7.6 ns |
| Worst path max stage delay | about 1.1 ns |
| Crit-path leading delay family | simple AND/OR/NAND/NOR gates |
| Area growth syn-to-layout | 16.4% |
| WL/cell | around 30 µm |
| Reg clk slew, reported paths | about 0.06 ns |
| Top cells, area | dfxtp_1 (48%), mux2_2 (24%), a22oi_1 (3.7%), a32oi_1 (2.0%), nand2_1 (1.8%) |
| Floorplan utilization | 30.5% |
| Crit share post-route | 83.5% |
| Latest clock arrival within the worst-skew pair | around 0.62 ns |
| Hold Vio Cnt, Final | 0 |
| Root buf cell | clkbuf_16 |
| Drt drc | 0 |
| Final Cell Area | roughly 25000 µm² |
| Core Box Area | 70400 µm² |
| Max-cap violation count | 0 |
| Tool warning count | 25 |
| # IOs | 30 |
| Sum Neg Setup Slack | 0 ns |
| Clk sinks | about 520 |
| Die Size | ~73000 µm² |
| Die X-Extent | roughly 270 µm |
| Global-route wire length before repair | between 100000 and 150000 µm |
| Vias in the first global route | around 16k |
| Ys flop type | dfxtp_1 |
| Antenna violations before repair | 2 |
| Status | complete, no violations |
tightest hold or removal path, delay by kind of cell (launching register included):
family                 cells  cell delay, ns
buffers and inverters      1            0.05
flip-flops                 1            0.30
multiplexers               1            0.07
final timing paths:
check,slack [ns],to,start,cells after the start
worst max register to register,4.19,q[6],ram[13][6],6
worst min register to register,0.45,ram[51][0],ram[51][0],2
worst max-delay path,1.17,q[6],w_addr[4],10
worst min-delay path,0.45,ram[51][0],ram[51][0],2
cell type report:
class,count,area [µm²],share of cell area [%]
well taps,940,1180,4.71
diodes,2,5.00,0.0200
inverters,23,86.3,0.345
clock inverters,31,359,1.44
clock buffers,69,1480,5.91
flip-flops and latches,520,10400,41.7
repair buffers,136,1050,4.22
multi-input cells,1227,10400,41.7
metrics by stage:
stage                     utilization, %  setup slack [ns]  power, µW  cells
after global routing                35.5              1.20       7550   2946
final                               35.5              1.17       7310   2948
after detailed placement            32.9             0.516       4410   2846
after CTS                           35.5              1.14       7330   2946
after global placement              32.9             0.541       4370   2846
after floorplan                        -              2.96       4120   1895
cells by family after synthesis:
kind of cell	synth area share [%]
flip-flops	48.5
multiplexers	24.8
AND/OR/NAND/NOR	11.2
AND-OR/OR-AND	12.4
buffers and inverters	3.13
placed cells by master (no fill, tap or decap), types with 12 or more instances in the layout:
cell	instances
a22oi_1	105
nand4_1	22
nand2_1	103
a21oi_1	22
nand3_1	35
nor4_1	12
nand4b_1	14
nor2b_1	15
a32o_1	16
dfxtp_1	520
o21ai_0	55
clkdlybuf4s50_1	21
a22o_1	28
buf_4	107
a32oi_1	49
nor2_1	78
clkinv_2	20
inv_1	23
clkbuf_16	53
mux2_2	450
sequential cells by signal, indices dropped and copies added, names as in the netlist:
register / count
ram: 512
q: 8
routing by layer:
| metal | track usage (%) | part of all wire [%] | wire length, µm |
|---|---|---|---|
| met2 | 35.7 | 43 | 37200 |
| met5 | 0 | 0 | 0 |
| met3 | 8.04 | 10 | 9080 |
| met1 | 34.1 | 42 | 36700 |
| met4 | 9.90 | 5.1 | 4470 |
power groups by stage:
stage | clock, µW | combinational [µW] | sequential, µW
after CTS | 2980 | 870 | 3480
after global routing | 3080 | 946 | 3530
final | 2950 | 885 | 3480
Power and IR drop assume default switching activity.
