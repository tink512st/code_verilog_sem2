## flow/config.mk

```make
export PLATFORM = sky130hd
export DESIGN_NAME = i2c_top
export DESIGN_NICKNAME = i2c_top
export VERILOG_FILES = /design/flow/design.v
export SDC_FILE = /design/flow/constraint.sdc
export NUM_CORES = 4
export LEC_CHECK = 1
export CORE_UTILIZATION = 50
```

## flow/design.v

```verilog
module i2c_master(dout,sda,scl,done,ack_err,busy,clk,rst,din,newd,waddr,op);
input clk,rst,op,newd;
input [7:0] din;
input [6:0] waddr;
output [7:0] dout;
inout sda;
output reg done, ack_err, busy;
output scl;
parameter sys_freq = 40000000; 
parameter i2c_freq = 100000; 
parameter clk_count4 = sys_freq / i2c_freq;
parameter clk_count1 = clk_count4/4;
reg sda_t = 0, scl_t = 0;
reg [1:0] pulse;
integer count1 = 0;
always @(posedge clk) begin
	if(rst) begin
		pulse <= 0;
		count1 <= 0;
	end
	else if(busy == 0) begin
		pulse <= 0;
		count1 <= 0;
	end
	else if(count1 == clk_count1-1) begin
		pulse <= 1;
		count1 <= count1+1;
	end
	else if(count1 == clk_count1*2-1) begin
		pulse <= 2;
		count1 <= count1+1;
	end
	else if(count1 == clk_count1*3-1) begin
		pulse <= 3;
		count1 <= count1+1;
	end
	else if(count1 == clk_count1*4-1) begin
		pulse <= 0;
		count1 <= 0;
	end
	else begin
		count1 <= count1 + 1;
	end
end
parameter IDLE = 4'd0, 
		  START = 4'd1, 
		  WRITE_ADD = 4'd2, 
		  ACK_1 = 4'd3, 
		  WRITE_DATA = 4'd4, 
		  ACK_2 = 4'd5, 
		  STOP = 4'd6, 
		  MASTER_NACK = 4'd7,
		  READ_DATA = 4'd8;
reg[3:0] state = IDLE;
reg [7:0]tx_data = 0,rx_data = 0;
reg [7:0] add = 0;
reg sda_en = 0,r_ack = 0;
reg [3:0] bit_count;
always@(posedge clk) begin
	if(rst) begin
		state <= IDLE;
		bit_count <= 0;
		sda_t <= 0;
		scl_t <= 0;
		tx_data <= 0;
		add <= 0;
		ack_err <= 0;
		busy <= 0;
		done <= 0;
	end
		case(state) 
			IDLE: begin
				done <= 0;
				if(newd) begin
					state <= START;
					tx_data <= din;
					add <= {waddr,op};
					busy <= 1;
					ack_err <= 0;
				end
				else begin
					state <= IDLE;
					tx_data <= 0;
					add <= 0;
					busy <= 0;
					ack_err <= 0;
				end
			end
			START: begin
				sda_en <= 1'b1;
				case(pulse)
					0: begin sda_t <= 1'b1; scl_t <= 1; end
					1: begin sda_t <= 1'b1; scl_t <= 1; end
					2: begin sda_t <= 1'b0; scl_t <= 1; end
					3: begin sda_t <= 1'b0; scl_t <= 1; end
				endcase
				if(count1 == clk_count1*4-1) begin
					sda_en <= 1;
					state <= WRITE_ADD;
					scl_t <= 0;
				end
				else begin
					state <= START;
				end
			end
			WRITE_ADD: begin
				if(bit_count<=7) begin
					case(pulse) 
					0: begin scl_t <= 0; sda_t <= 1'b0; end
					1: begin scl_t <= 0; sda_t <= add[7-bit_count]; end
					2: begin scl_t <= 1;  end
					3: begin scl_t <= 1;  end
					endcase
					if(count1 == clk_count1*4-1) begin
						bit_count <= bit_count + 1;
						scl_t <= 0;
						state <= WRITE_ADD;
					end
					else begin
						state <= WRITE_ADD;
					end
				end
				else begin
					bit_count <= 0;
					state <= ACK_1;
					scl_t <= 0;
					sda_en <= 0;
				end
			end
			ACK_1: begin
				sda_en <= 0;
				case(pulse) 
					0: begin scl_t <= 0; sda_t <= 1'b0; end
					1: begin scl_t <= 0; sda_t <= 1'b0; end
					2: begin scl_t <= 1; sda_t <= 1'b0; r_ack <= 1'b0; end
					3: begin scl_t <= 1;  end
				endcase
				if(count1 == clk_count1*4-1) begin
					if(r_ack == 0 && add[0] == 0) begin
						state <= WRITE_DATA;
						sda_en <= 1;
						scl_t <= 0;
						bit_count <= 0;
					end
					else if(r_ack == 0 && add[0] == 1) begin
						state <= READ_DATA;
						sda_en <= 0;
						scl_t <= 0;
						bit_count <= 0;
					end
					else begin
						state <= STOP;
						sda_en <= 1;
						ack_err <= 1;
					end
				end
				else begin
					state <= ACK_1;
				end
			end
			WRITE_DATA: begin
				sda_en <= 1'b1;
				if(bit_count <= 7) begin
					case(pulse) 
						0: begin scl_t <= 0; sda_t <= 1'b0; end
						1: begin scl_t <= 0; sda_t <= tx_data[7-bit_count]; end
						2: begin scl_t <= 1;  end
						3: begin scl_t <= 1;  end
					endcase
					if(count1 == clk_count1*4-1) begin
						bit_count <= bit_count + 1;
						state <= WRITE_DATA;
						scl_t <= 0;
					end
					else 
						state <= WRITE_DATA;
				end
				else begin
					state <= ACK_2;
					bit_count <= 0;
					sda_en <= 0;
				end
			end
			READ_DATA: begin
				sda_en <= 0;
				if(bit_count <= 7) begin
					case(pulse) 
						0: begin scl_t <= 0; sda_t <= 1'b0; end
						1: begin scl_t <= 0; sda_t <= 1'b0;end
						2: begin scl_t <= 1; rx_data <= (count1 == 200)?{rx_data[6:0],sda}: rx_data; end
						3: begin scl_t <= 1;  end
					endcase
					if(count1 == clk_count1*4-1) begin
						bit_count <= bit_count + 1;
						state <= READ_DATA;
						scl_t <= 0;
					end
					else 
						state <= READ_DATA;
				end
				else begin
					state <= MASTER_NACK;
					bit_count <= 0;
					sda_en <= 1;
				end
			end
			ACK_2: begin
				sda_en <= 0;
				case(pulse) 
					0: begin scl_t <= 0; sda_t <= 1'b0; end
					1: begin scl_t <= 0; sda_t <= 1'b0;end
					2: begin scl_t <= 1; sda_t<= 1'b0; r_ack <= 0; end
					3: begin scl_t <= 1;  end
				endcase
				if(count1 == clk_count1*4-1) begin
					scl_t <= 1;
					sda_t <= 0;
					if(r_ack == 0) begin
						state <= STOP;
						sda_en <= 1;
					end
					else begin
						state <= STOP;
						sda_en <= 1;
						ack_err <= 1;
					end
				end
				else begin
					state <= ACK_2;
				end
			end
			MASTER_NACK: begin
				sda_en <= 1;
				case(pulse) 
					0: begin scl_t <= 0; sda_t <= 1'b1; end
					1: begin scl_t <= 0; sda_t <= 1'b1; end
					2: begin scl_t <= 1; sda_t <= 1'b1; end
					3: begin scl_t <= 1; sda_t <= 1'b1; end
				endcase
				if(count1== clk_count1*4-1) begin
					scl_t <= 1;
					sda_t <= 0;
					state <= STOP;
				end
				else 
					state <= MASTER_NACK;
			end
			STOP: begin
				case(pulse) 
					0: begin scl_t <= 1; sda_t <= 1'b0; end
					1: begin scl_t <= 1; sda_t <= 1'b0; end
					2: begin scl_t <= 1; sda_t <= 1'b1; end
					3: begin scl_t <= 1; sda_t <= 1'b1; end
				endcase
				if(count1== clk_count1*4-1) begin
					state <= IDLE;
					done <= 1;
					busy <= 0;
					sda_en <= 1;
					scl_t <= 0;
				end
				else 
					state <= STOP;
			end
		endcase
end
assign sda = (sda_en)?(sda_t==1'b0)?1'b0:1'b1:1'bz;
assign scl = scl_t;
assign dout = rx_data;
endmodule
module i2c_Slave(scl,sda,ack_err,clk,rst,stretch,done);
input scl,clk,rst,stretch;
inout sda;
output reg done,ack_err;
reg sda_en,sda_t,scl_t = 0,scl_en = 0;
parameter sys_freq = 40000000;
parameter i2c_freq = 100000;  
parameter clk_count4 = sys_freq/i2c_freq;
parameter clk_count1 = clk_count4/4;
integer count1,i = 0;
reg [1:0] pulse;
reg [7:0] mem[128];
reg busy = 0;
reg [7:0] din,dout;
reg r_mem,w_mem;
reg [6:0] addr;
reg [7:0] r_addr;
always@(posedge clk) begin
	if(rst) begin
		for(i = 0;i<128;i=i+1) 
			mem[i] <= i;
		dout <= 8'b0;
	end
	else if(r_mem == 1'b1)
		dout <= mem[addr];
	else if(w_mem == 1'b1)
		mem[addr] <= din;
end
always@(posedge clk) begin
	if(rst) begin
		pulse <= 0;
		count1 <= 0;
	end
	else if(busy == 1'b0) begin
		pulse <= 2;
		count1 <= 202;
	end
	else if(count1 == clk_count1-1)begin
		pulse <= 1;
		count1 <= count1 + 1;
    end
	else if(count1 == clk_count1*2-1)begin
		pulse <= 2;
		count1 <= count1 + 1;
    end
	else if(count1 == clk_count1*3-1)begin
		pulse <= 3;
		count1 <= count1 + 1;
    end
	else if(count1 == clk_count1*4-1) begin
		pulse <= 0;
		count1 <= 0;
	end
	else begin
		count1 <= count1 + 1;
	end
end
typedef enum logic [3:0] {idle = 0, read_addr = 1, send_ack1 = 2, send_data = 3, master_ack = 4, read_data = 5, send_ack2 = 6, wait_p = 7, detect_stop = 8,wait_stretch = 9} state_type;
state_type state = idle; 
reg [3:0] bitcnt;
reg r_ack;
always@(posedge clk) begin
	if(rst) begin
		state <= idle;
		bitcnt <= 0;
		busy <= 0;
		din <= 8'd0;
		done <= 0;
		ack_err <= 0;
		sda_en <= 0;
		sda_t <= 0;
		r_mem <= 0;
		r_addr <= 0;
		addr <= 0;
	end
	else begin
		case(state) 
			idle: begin
				done <= 0;
				sda_en <= 1'b0;
				scl_en <= 0;
				if(sda == 1'b0 && scl == 1'b1) begin
					state <= wait_p;
					busy <= 1;
				end
				else 
					state <= idle;
			end
			wait_p: begin
				if(pulse == 2'b11 && count1 == 399) begin
					state <= read_addr;
				end
				else 
					state <= wait_p;
			end
			read_addr: begin
				sda_en <= 0;
				if(bitcnt <= 7) begin
					case(pulse)
						0: begin end
						1: begin end
						2: begin r_addr <= (count1==200)?{r_addr[6:0],sda}:r_addr; end
						3: begin end
					endcase
					if(count1 == clk_count1*4-1) begin
						bitcnt <= bitcnt + 1;
						state <= read_addr;
					end
					else 
						state <= read_addr;
			     end
					else begin
						if(stretch == 1'b1) begin
							state <= wait_stretch;
							bitcnt <= 0;
							scl_en <= 1;
							addr <= r_addr[7:1];
						end
						else begin
							state <= send_ack1;
							bitcnt <= 0;
							sda_en <= 1;
							scl_en <= 0;
							addr <= r_addr[7:1];
						end
					end
			end
			wait_stretch: begin
				case(pulse) 
					0: begin 
						scl_en <= 1;
						scl_t <= 0;
					end
					1: begin 
					   scl_en <= 1;
					   scl_t <= 0;
					 end
					2: begin scl_en <= 0;end
					3: begin end
				endcase
				if(count1 == clk_count1*4-1) begin
						if(stretch == 1'b1)
							state <= wait_stretch;
						else begin
							state <= send_ack1;
							scl_en <= 1'b0;
							sda_en <= 1'b1;
						end
					end
					else 
					   state <= wait_stretch;
			end
			send_ack1: begin
				sda_en <= 1;
				case(pulse)
					0: begin sda_t <= 0; scl_en <= 1; scl_t <= 1; end
					1: begin scl_en <= 0; end
					2: begin end
					3: begin end
				endcase
				if(count1 == clk_count1*4-1) begin
					if(r_addr[0] == 1'b0) begin
						state <= read_data;
						r_mem <= 1'b0;
					end
					else begin
						state <= send_data;
						r_mem <= 1'b1;
					end
				end
				else 
					state <= send_ack1;
			end
			send_data: begin
				sda_en <= 1;
				if(bitcnt <= 7) begin
					r_mem <= 0;
					case(pulse)
					0: begin end
					1: begin sda_t = (count1==100)?dout[7-bitcnt] : sda_t; end
					2: begin end
					3: begin end
					endcase
					if(count1 == clk_count1*4-1) begin
						bitcnt<= bitcnt + 1;
						state <= send_data;
					end
					else begin
						state <= send_data;
					end
				end
				else begin
					state <= master_ack;
					bitcnt <= 0;
					sda_en <= 0;
				end
			end
			read_data: begin
				sda_en <= 0;
				if(bitcnt<= 7) begin
					case(pulse)
					0: begin end
					1: begin end
					2: begin din <=(count1==200)?{din[6:0],sda}:din; end
					3: begin end
					endcase
					if(count1 == clk_count1*4-1) begin
						state<= read_data;
						bitcnt <= bitcnt + 1;
					end
					else	
						state <= read_data;
				end
				else begin
					state <= send_ack2;
					bitcnt <= 0;
					sda_en <= 1;
					w_mem <= 1;
				end
			end
			send_ack2: begin
			sda_en <= 1;
				case(pulse)
					0: begin sda_t <= 0; end
					1: begin w_mem <= 0; end
					2: begin end
					3: begin end
				endcase
				if(count1 == clk_count1*4-1) begin
					state <= detect_stop;
					sda_en <= 0;
				end
				else 
					state <= send_ack2;
			end
			master_ack: begin
				case(pulse)
					0: begin end
					1: begin end
					2: begin r_ack <=(count1==200)?sda:r_ack; end
					3: begin end
				endcase
				if(count1 == clk_count1*4-1) begin
					if(r_ack == 1'b1) begin
						state <= detect_stop;
						sda_en <= 0;
						ack_err <= 1;
					end
					else begin
						state <= detect_stop;
						sda_en <= 0;
						ack_err <= 0;
					end
				end
				else 
					state <= master_ack;
			end
			detect_stop: begin
				sda_en <= 0;
				if(count1 == 399 && pulse == 2'b11) begin
					state <= idle;
					done <= 1;
					busy <= 0;
				end
				else 
					state <= detect_stop;
			end
			default: state <= idle;
		endcase
	end
end
assign sda = (sda_en==1'b1)?sda_t:1'bz;
assign scl = (scl_en == 1'b1) ? scl_t: 1'bz;
endmodule
`timescale 1ns / 1ps
module i2c_top(
input clk, rst, newd, op, stretch,
input [6:0] addr,
input [7:0] din,
output [7:0] dout,
output busy,ack_err,
output done
);
wire sda, scl;
wire ack_errm, ack_errs;
i2c_master master (dout,sda,scl,done,ack_errm,busy,clk,rst,din,newd,addr,op);
i2c_Slave slave (.clk(clk),.rst(rst),.stretch(stretch),.sda(sda),.scl(scl),.ack_err(ack_errs),.done() );
assign ack_err = ack_errs | ack_errm;
endmodule
```

## flow/run.sh

```bash
#!/bin/bash
# OpenROAD 26Q1-2900-gdf79404cd8, Yosys 0.63+post, stock flow scripts
make -C /OpenROAD-flow-scripts/flow DESIGN_CONFIG=/design/flow/config.mk WORK_HOME=/design/flow/orfs finish
```

## flow/constraint.sdc

```tcl
current_design i2c_top

set clk_period 12.4
set clk_io_pct 0.2

create_clock -name clk0 -period $clk_period [get_ports {clk}]

set non_clock_inputs [all_inputs -no_clocks]
set_input_delay [expr $clk_period * $clk_io_pct] -clock clk0 $non_clock_inputs
set_output_delay [expr $clk_period * $clk_io_pct] -clock clk0 [all_outputs]
```

==> results.json <==
{
  "status": "aborted with a tool error",
  "edf_count": 1055,
  "ys_chip_area_sq_um": 55270,
  "yosysUniqueCellTypes": 90,
  "yosys_cells": 4445,
  "yosysWarnings": 5,
  "error_message": "ERROR: Found 2 problems in 'check -assert'.",
  "yosysSeqAreaShare": 0.6178,
  "async_flop_share": 0,
  "failing_step": "1_2_yosys",
  "ys.flops": 1178,
  "flop_cell": "edfxtp_1"
}
==> kinds of logic after synthesis <==
family	after synthesis	share of synthesized area
adder cells (fa/ha/maj)	7	0.001539
AND/OR/NAND/NOR	1878	0.1912
buffers and inverters	451	0.03564
AND-OR/OR-AND	620	0.08300
XOR/XNOR	54	0.008558
multiplexers	257	0.06228
flip-flops	1178	0.6178
==> synthesized netlist by cell type (all sizes together) (6+ instances only) <==
cell type	number	share of area
a2111oi	12	0.0021
a211oi	8	0.0011
a21o	11	0.0015
a21oi	96	0.0087
a221o	27	0.0049
a221oi	163	0.026
a22o	8	0.0013
a22oi	63	0.0086
a31oi	12	0.0014
and2	549	0.062
and3	73	0.0083
and4	6	0.00095
buf	127	0.014
clkbuf	300	0.020
dfxtp	123	0.045
edfxtp	1055	0.57
ha	6	0.0014
inv	21	0.0014
mux2	92	0.019
mux2i	105	0.019
mux4	60	0.024
nand2	160	0.011
nand2b	19	0.0022
nand3	58	0.0053
nand4	26	0.0029
nor2	312	0.021
nor2b	18	0.0021
nor3	30	0.0028
nor3b	9	0.0015
nor4	19	0.0024
o2111ai	6	0.00095
o211ai	10	0.0014
o21ai	82	0.0074
o21bai	8	0.0011
o221ai	17	0.0027
o22ai	35	0.0040
o2bb2ai	7	0.0011
or2	123	0.014
or3	461	0.052
xnor2	20	0.0032
xor2	34	0.0054
