===== run.sh =====
#!/bin/bash
# OpenROAD 26Q1-2900-gdf79404cd8, Yosys 0.63+post, stock flow scripts
make -C /OpenROAD-flow-scripts/flow DESIGN_CONFIG=/design/flow/config.mk WORK_HOME=/design/flow/orfs finish

===== config.mk =====
export PLATFORM = sky130hd
export DESIGN_NAME = single_port_ram_v4
export DESIGN_NICKNAME = single_port_ram_v4
export VERILOG_FILES = /design/flow/design.v
export SDC_FILE = /design/flow/constraint.sdc
export NUM_CORES = 4
export LEC_CHECK = 1
export CORE_UTILIZATION = 40

===== constraint.sdc =====
current_design single_port_ram_v4

set clk_period 12.5
set clk_io_pct 0.2

create_clock -name clk0 -period $clk_period [get_ports {clk}]

set non_clock_inputs [all_inputs -no_clocks]
set_input_delay [expr $clk_period * $clk_io_pct] -clock clk0 $non_clock_inputs
set_output_delay [expr $clk_period * $clk_io_pct] -clock clk0 [all_outputs]

===== design.v =====
module single_port_ram_v4(q,clk,data_in,we,w_addr,r_addr);
input clk,we;
input [5:0] w_addr,r_addr;
input [7:0] data_in;
output [7:0] q;
reg [7:0] ram [63:0];
reg [5:0] read_addr_reg;
always@(posedge clk) begin
	if(we)
		ram[w_addr] <= data_in;
	read_addr_reg <= r_addr;
end
	assign q = ram[read_addr_reg];
endmodule

==> impl_metrics.prom <==
# HELP chip_impl_metric Flow report values
# TYPE chip_impl_metric gauge
chip_impl_info{name="critPathLaunchType",value="register"} 1
chip_impl_metric{name="cap_viol_max_count",unit=""} 0
chip_impl_info{name="netlist_top_cells_area",value="sky130_fd_sc_hd__edfxtp_1 76%, sky130_fd_sc_hd__mux4_2 14%, sky130_fd_sc_hd__nor2_1 1.5%, sky130_fd_sc_hd__mux2i_1 1.1%, sky130_fd_sc_hd__mux2_2 0.73%"} 1
chip_impl_metric{name="io_pins",unit=""} 30
chip_impl_metric{name="area_growth_syn_to_layout",unit="%"} 13.6
chip_impl_metric{name="fp.dieArea",unit="sq um"} 51200
chip_impl_metric{name="max_ffs_per_register",unit=""} 512
chip_impl_info{name="setup.worst_path.end_class",value="output pin"} 1
chip_impl_metric{name="drive_above_1_share",unit=""} 0.252
chip_impl_metric{name="clkSinkCount",unit=""} 518
chip_impl_metric{name="synthesized_area",unit="sq um"} 20100
chip_impl_metric{name="routed_wl",unit="microns"} 44300
chip_impl_metric{name="yosys.cell_types.count",unit=""} 40
chip_impl_info{name="root_buffer",value="sky130_fd_sc_hd__clkbuf_16"} 1
chip_impl_metric{name="numSynthFlops",unit=""} 518
chip_impl_info{name="netlist.top_cell.by_instances",value="sky130_fd_sc_hd__edfxtp_1"} 1
chip_impl_metric{name="vias_per_cell",unit=""} 5.55
chip_impl_metric{name="total_non_filler_cell_area_in_the_finished_layout",unit="sq um"} 22900
chip_impl_metric{name="post-route-period-util",unit=""} 0.565
chip_impl_metric{name="total_number_of_warnings_across_the_stage_logs",unit=""} 25
chip_impl_metric{name="cts-buffers-inserted",unit=""} 53
chip_impl_info{name="yosys.area.top_type",value="sky130_fd_sc_hd__edfxtp_1"} 1
chip_impl_metric{name="post_drt_antenna_nets",unit=""} 0
chip_impl_metric{name="die_span_y",unit="microns"} 226
chip_impl_metric{name="buffer_ports.inserted",unit=""} 29
chip_impl_info{name="cp-endpoint",value="q[4]"} 1
chip_impl_info{name="outcome",value="finished, final reports clean"} 1
chip_impl_metric{name="global_route.usage.total",unit=""} 0.201
chip_impl_metric{name="die_x",unit="microns"} 226
chip_impl_metric{name="static-leakage-power",unit="nW"} 7.06
chip_impl_metric{name="irDropWorstVdd",unit="uV"} 112
chip_impl_metric{name="yosys-stat-area",unit="sq um"} 20100
chip_impl_info{name="top_register",value="ram"} 1
chip_impl_info{name="timing_worst_setup_path_type",value="register to output pin"} 1
chip_impl_metric{name="post-dp-hpwl",unit="microns"} 25900
chip_impl_metric{name="required",unit="ns"} 10.00
chip_impl_metric{name="detailedPlace.worstSlack",unit="ns"} 5.98
chip_impl_metric{name="netlist.area_leader.share",unit=""} 0.764
chip_impl_info{name="postSynth.topFlopCell",value="sky130_fd_sc_hd__edfxtp_1"} 1
chip_impl_metric{name="critical_path_peak_fanout",unit=""} 71
chip_impl_metric{name="timing_hold_violations_final",unit=""} 0
chip_impl_metric{name="postSynth.asyncResetShare",unit=""} 0
chip_impl_info{name="hold_class",value="input port to register"} 1
chip_impl_metric{name="fin_worst_hold_slack",unit="ns"} 2.35
chip_impl_metric{name="cts_setup_buffers",unit=""} 0
chip_impl_metric{name="detail_route.first_pass.iterations",unit=""} 5
chip_impl_metric{name="detail_route.wl_per_cell",unit="microns"} 25.9
chip_impl_metric{name="place.gp.congestion",unit=""} 0.852
chip_impl_metric{name="synthesis.area_per_instance",unit="sq um"} 21.5
chip_impl_metric{name="final_sum_of_negative_setup_slack",unit="ns"} 0
chip_impl_metric{name="drc",unit=""} 0
chip_impl_metric{name="p_per_area",unit="nW/um^2"} 158
chip_impl_metric{name="post_cts_resize_count",unit=""} 0
chip_impl_metric{name="first_global_vias",unit=""} 10500
chip_impl_metric{name="finalMaxSlewViolations",unit=""} 0
chip_impl_metric{name="flip_flops_with_a_built_in_enable",unit=""} 512
chip_impl_info{name="common_cells",value="512 x sky130_fd_sc_hd__edfxtp_1, 126 x sky130_fd_sc_hd__mux4_2, 83 x sky130_fd_sc_hd__nor2_1"} 1
chip_impl_info{name="grt_setup_unrepaired",value="no"} 1
chip_impl_metric{name="core.rowCount",unit=""} 81
chip_impl_metric{name="overflow_after_grt",unit=""} 0
chip_impl_metric{name="drt-initial-drc-count",unit=""} 601
chip_impl_info{name="reg_top3",value="ram: 512 flops"} 1
chip_impl_metric{name="arrival",unit="ns"} 4.56
chip_impl_metric{name="insertedDiodeCount",unit=""} 0
chip_impl_metric{name="fill_cells",unit=""} 4032
chip_impl_metric{name="grt_max_degree",unit=""} 72
chip_impl_metric{name="synthesis.instances",unit=""} 938
chip_impl_metric{name="initial_antenna_violation_count",unit=""} 0
chip_impl_metric{name="ctsHtreeMaxLevel",unit=""} 2
chip_impl_metric{name="route.vias.total",unit=""} 9494
chip_impl_metric{name="timing.slew.headroom",unit=""} 0.362
chip_impl_metric{name="ys_seq_frac",unit=""} 0.770
chip_impl_metric{name="clk_pin_slew_worst_paths",unit="ns"} 0.06
chip_impl_metric{name="yosys_warnings",unit=""} 1
chip_impl_metric{name="core_density_at_floorplan",unit=""} 0.409
chip_impl_metric{name="clk_path_buf_depth",unit=""} 3
chip_impl_metric{name="timing.final.setup_violations",unit=""} 0
chip_impl_info{name="tritoncts",value="done"} 1
chip_impl_metric{name="setup_ws",unit="ns"} 5.44
chip_impl_metric{name="placed_cell_area",unit="sq um"} 21200
chip_impl_metric{name="finalWorstPathRequiredPeriod",unit="ns"} 7.06
chip_impl_metric{name="fmaxAchievable",unit="MHz"} 142
chip_impl_info{name="hp-start",value="r_addr[3]"} 1
chip_impl_metric{name="postCtsHoldBufs",unit=""} 0
chip_impl_metric{name="grt_first_pass_wirelength",unit="microns"} 67200
chip_impl_metric{name="yosys_cells",unit=""} 938
chip_impl_metric{name="core-area",unit="sq um"} 49300
chip_impl_metric{name="worstMarginPinSlew",unit="ns"} 0.953
## cell type report
type / count / area, sq um / share of cell area
Timing Repair Buffer: 66 / 541 / 0.0236
Clock inverter: 33 / 267 / 0.0117
Tap cell: 664 / 831 / 0.0363
Multi-Input combinational cell: 369 / 4320 / 0.189
Clock buffer: 62 / 1400 / 0.0613
Sequential cell: 518 / 15500 / 0.678
## cells in the final DEF, fill, tap and decap left out, types with 4 or more instances in the layout
cell and instances:
sky130_fd_sc_hd__o22ai_1 8, sky130_fd_sc_hd__nand3_1 13, sky130_fd_sc_hd__clkinv_1 14, sky130_fd_sc_hd__mux2_2 13, sky130_fd_sc_hd__a221oi_1 6, sky130_fd_sc_hd__nor2b_1 14
sky130_fd_sc_hd__mux4_2 126, sky130_fd_sc_hd__nand2_1 19, sky130_fd_sc_hd__bufinv_16 4, sky130_fd_sc_hd__buf_4 36, sky130_fd_sc_hd__clkdlybuf4s50_1 21, sky130_fd_sc_hd__nor3_1 7
sky130_fd_sc_hd__o221ai_1 8, sky130_fd_sc_hd__clkbuf_16 55, sky130_fd_sc_hd__nor2_1 83, sky130_fd_sc_hd__clkinv_2 9, sky130_fd_sc_hd__edfxtp_1 512, sky130_fd_sc_hd__a211oi_1 4
sky130_fd_sc_hd__buf_2 8, sky130_fd_sc_hd__clkbuf_1 7, sky130_fd_sc_hd__nand2b_1 7, sky130_fd_sc_hd__mux2i_1 23
## how the worst min path moves through the flow
stage,endpoint,cells past startpoint
CTS,register,1
global route,register,1
finish,register,1
## metal layers
metal	track usage	routed length, microns
met5	0.00587	38
met2	0.285	20400
met3	0.131	6590
met4	0.0416	1080
met1	0.283	16200
## worst max-delay path, cell delays in order, from the launching register on
cell and delay [ns]:
sky130_fd_sc_hd__dfxtp_4 0.84, sky130_fd_sc_hd__buf_12 0.52, sky130_fd_sc_hd__buf_4 0.62, sky130_fd_sc_hd__mux4_2 0.57
sky130_fd_sc_hd__o221a_2 0.27, sky130_fd_sc_hd__nor3_1 0.41, sky130_fd_sc_hd__o32ai_1 0.21, sky130_fd_sc_hd__clkdlybuf4s50_1 0.44
## cell families after synthesis
group,count (synthesis),synth area share
AND/OR/NAND/NOR,153,0.0339
flip-flops,518,0.770
AND-OR/OR-AND,54,0.0208
multiplexers,162,0.160
buffers and inverters,51,0.0157
## through the flow
step,instances,total power [mW],utilization
finish,1712,3.62,0.464
global route,1712,3.74,0.464
CTS,1712,3.66,0.464
detailed placement,1617,2.14,0.430
global placement,1617,2.14,0.430
floorplan,938,2.06,-
## report_power, final
part           switching [mW]  internal, mW  leakage, nW
registers              0.0118          1.92         4.66
logic                   0.102        0.0704         1.59
clock network           0.638         0.880        0.813
No activity file was given, so power comes from the tool's default toggle rates.
