===== ./config.mk =====
export PLATFORM = sky130hd
export DESIGN_NAME = true_dual_port_ram_v1
export DESIGN_NICKNAME = true_dual_port_ram_v1
export VERILOG_FILES = /design/flow/design.v
export SDC_FILE = /design/flow/constraint.sdc
export NUM_CORES = 4
export LEC_CHECK = 1
export CORE_UTILIZATION = 40

===== ./constraint.sdc =====
current_design true_dual_port_ram_v1

set clk_period 13.2
set clk_io_pct 0.2

create_clock -name clk0 -period $clk_period [get_ports {clk}]

set non_clock_inputs [all_inputs -no_clocks]
set_input_delay [expr $clk_period * $clk_io_pct] -clock clk0 $non_clock_inputs
set_output_delay [expr $clk_period * $clk_io_pct] -clock clk0 [all_outputs]

===== ./design.v =====
module true_dual_port_ram_v1(q_a,q_b,clk,data_a,data_b,we_a,we_b,a_addr,b_addr);
input clk,we_a,we_b;
input [5:0] a_addr,b_addr;
input [7:0] data_a,data_b;
output reg [7:0] q_a,q_b;
reg [7:0] ram [63:0];
always@(posedge clk) begin
	if(we_a) begin
		ram[a_addr] <= data_a;
		q_a <= data_a;
	end
	else
		q_a <= ram[a_addr];
end
always @(posedge clk) begin
	if(we_b) begin
		ram[b_addr] <= data_b;
		q_b <= data_b;
	end
	else 
		q_b<= ram[b_addr];
end
endmodule

===== ./run.sh =====
#!/bin/bash
# OpenROAD 26Q1-2900-gdf79404cd8, Yosys 0.63+post, stock flow scripts
make -C /OpenROAD-flow-scripts/flow DESIGN_CONFIG=/design/flow/config.mk WORK_HOME=/design/flow/orfs finish

==> ci_impl_report.md <==
### Flow metrics

| Metric | Value |
|---|---|
| Syn Inst Count | `2674` |
| DR WL/cell | `40.88 um` |
| WP data required | `13.55 ns` |
| Setup-failing EPs final | `0` |
| Tcrit/Tclk final | `44.44%` |
| CTS Buf Count | `61` |
| Hold_buf cts | `0` |
| Yosys Instances | `2674` |
| Setup TNS | `0 ns` |
| Worst-case clock skew | `0.04572 ns` |
| CP Capture Type | `register` |
| Area delta synth->final | `11.03%` |
| Max-Cap Viols | `0` |
| Maximum root-to-sink buffer count | `3` |
| Residual DRC count | `0` |
| Worst-Skew Late Latency | `0.67 ns` |
| Post-CTS setup buffers | `0` |
| Max IR drop VDD | `0.0001055 V` |
| Initial antenna violation count | `13` |
| Starting Density | `40.45%` |
| Wirelength, routed | `151600 um` |
| Global-route wire length before repair | `208400 um` |
| Syn_area_per_cell | `~12 um2` |
| Worst slew margin | `13.09%` |
| Level count of the clock H-tree | `2` |
| Ys Warns | `1` |
| Post-synthesis cell area | `0.03139 mm2` |
| Routability-driven placement congestion ratio | `about 1.1` |
| Crit path kind | `in -> reg` |
| Via count | `26079` |
| DR vias/cell | `7.031` |
| Total power | `~0.0043 W` |
| PortBufs | `between 40 and 50` |
| Number of cells on the worst hold path | `3` |
| EDFF count, synth | `512` |
| Final Max-Slew Violation Tally | `0` |
| Crit-path max FO | `57` |
| Yosys stat area | `0.03139 mm2` |
| Crit path DAT | `6.22 ns` |
| Die Y | `282.1 um` |
| R2R depth | `6` |
| Die area | `0.07959 mm2` |
| Final ANT Viol Nets | `0` |
| Cell Type Count | `73` |
| Post-CTS Resized | `0` |
| Reg-to-reg endpoint | `q_a[1]$_DFF_P_` |
| Ys flops | `528` |
| Top Layout Cells | `512 x edfxtp_1, 378 x mux2_2, 308 x nand2_1` |
| Core area | `about 0.078 mm2` |
| Worst R2R Setup Slack | `10.72 ns` |
| GR Overflow Total | `0` |
| Worst R2R Start | `ram[28][1]$_DFFE_PP_` |
| Most common reg cell | `edfxtp_1` |
| FMAX | `0.1705 GHz` |
| Tool warnings | `25` |
| Worst setup SP type | `input pin` |
| Share of cells above drive strength 1 | `between 20% and 30%` |
| Drt first-iter violations | `between 2000 and 3000` |
| Hold Violations, Final | `0` |
| End of the worst hold path | `q_b[4]$_DFF_P_` |
| Synth Seq Share | `roughly half` |
| Worst-path clk slew | `0.07 ns` |
| Pin count of the biggest net entering global routing | `68` |
| Vias in the first global route | `25869` |
| Hold path startpoint | `ram[41][4]$_DFFE_PP_` |
| Sink Count | `528` |
| Ys async rst share | `0%` |
| Hold/Removal Path Class | `reg -> reg` |
| TritonCTS clock tree | `done` |
| RSZ-0062 raised after global routing | `false` |
| Post-DP HPWL | `98460 um` |
| Status | `complete, no violations` |
| CTS Root Cell | `clkbuf_16` |
| Static Leak | `11.41 nW` |
| Hold WS | `0.8443 ns` |
| Placed Area | `0.03273 mm2` |
| Drt pass-1 iters | `9` |
| Tightest Pin Transition | `1.304 ns` |
| Ports | `47` |
| All-Layer GR Usage | `40.86%` |
| Commonest Layout Cell | `edfxtp_1` |
| Fin area | `0.03485 mm2` |
| Power per Cell Area | `roughly 120 mW/mm2` |
| Width of the chip | `around 280 um` |
| FP Rows | `between 100 and 150` |
| Tmin final | `around 6 ns` |
## cells in the mapped netlist, types with 9 or more instances
library cell	count	area, um2
nor2_1	99	371.6
buf_2	113	565.5
inv_1	12	45.04
edfxtp_1	512	15370
buf_1	17	63.81
nor3_1	10	50.05
a22o_1	12	105.1
buf_6	18	202.7
o22ai_1	76	475.5
buf_4	13	97.59
mux2_2	378	4257
a22oi_1	89	668.1
a32oi_1	12	105.1
and2_1	9	56.30
nand2_1	308	1156
o2bb2ai_1	9	78.83
clkbuf_1	169	634.4
o21ai_0	307	1536
nor2b_1	12	75.07
dfxtp_1	16	320.3
mux4_2	76	1712
a221o_1	10	100.1
a21oi_1	44	220.2
nand3_1	20	100.1
mux2i_1	84	840.8
o22a_1	9	78.83
a221oi_1	130	1139
## state kept, by name (all words and copies together), names as in the netlist
register  cells
q_b           8
ram         512
q_a           8
## worst max path at each step
stage,end,cells past startpoint,startpoint
5_1_grt,q_b[7]$_DFF_P_,9,b_addr[0]
6_report,ram[2][1]$_DFFE_PP_,9,a_addr[2]
4_1_cts,ram[2][1]$_DFFE_PP_,9,a_addr[2]
## layer usage
metal / GRT usage (%) / vias up / wire, um
met5: 2.625 / - / 347
met3: 26.68 / 600 / 25980
li1: - / 10330 / -
met4: 20.65 / 22 / 10160
met1: 50.47 / 12780 / 51300
met2: 55.72 / 2347 / 63830
## critical path: stages
cell and delay [ns]:
buf_6 0.25, buf_4 0.40, inv_2 0.37, nand2_1 0.26, nor2_2 0.61, buf_4 0.30, nand2_1 0.36, o21ai_0 0.62
buf_4 0.30
## cell type report
type,instances,area (um2)
Sequential cell,528,15700
Timing Repair Buffer,206,1592
Antenna cell,6,15.01
Inverter,15,58.81
Multi-Input combinational cell,1800,14090
Clock buffer,71,1564
Clock inverter,43,536.8
Tap cell,1040,1301
Fill cell,6969,42740
## power by group
part           switching (W)  total (W)  internal [W]  leakage [nW]
sequential         0.0000253    0.00189       0.00187          4.75
clock               0.000744    0.00183       0.00108          1.01
combinational       0.000386   0.000569      0.000183          5.65
total                0.00116    0.00429       0.00313          11.4
## cell families after synthesis
logic type             after synthesis  synth area share, %
buffers and inverters              346                5.218
AND-OR/OR-AND                      759                16.09
multiplexers                       544                21.96
AND/OR/NAND/NOR                    497                6.729
flip-flops                         528                50.00
## per-stage QoR
stage	setup slack, ns	std cells	utilization, %
CTS	7.466	3703	44.89
detailed placement	6.791	3589	42.19
global route	7.375	3703	44.89
floorplan	8.539	2674	-
global placement	6.838	3589	42.19
finish	7.333	3709	44.91
Power is estimated from default activity; no workload was simulated.
